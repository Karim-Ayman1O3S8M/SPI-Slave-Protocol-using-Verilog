File: ./design.v
module SPI_counter (
    clk,rst_n,SS_n,count,start,finish
);
parameter max_counting = 10;
parameter COUNTER_WIDTH = 4;
input clk,start,rst_n,SS_n;
output reg [COUNTER_WIDTH-1:0] count;
output finish;
assign finish = (count == max_counting)? 1 : 0 ;
always @(posedge clk) begin
    if(~rst_n)
        count <=0;
    else if (~SS_n)
        begin
            if(start)
                begin
                    if(count == max_counting)
                        count <=0;
                    else count <= count + 1 ;
                end
            else 
                count <= 0 ;
        end
    else 
        count <=0;
end
endmodule
module PISO (
    MISO,tx_data,tx_valid,SS_n,clk,rst_n
);
localparam tx_data_width = 8;
input clk,rst_n,SS_n,tx_valid;
input [tx_data_width-1:0] tx_data;
output  MISO;
wire finish;
wire [3:0] count;
SPI_counter #(.max_counting(8)) PISO_COUNTER (clk,rst_n,SS_n,count,tx_valid,finish);
assign MISO = tx_data[tx_data_width-count];
endmodule
module SIPO (
    MOSI,rx_data,clk,rst_n,SS_n
);
input MOSI,SS_n,clk,rst_n;
output reg [9:0] rx_data;
always @(posedge clk) begin
    if(~rst_n)
        rx_data <= 0;
    else if(~SS_n)
        rx_data <= {rx_data , MOSI};
    else 
        rx_data <= 0;
end
endmodule
module SPI_SLAVE (
    MOSI,MISO,SS_n,clk,rst_n,rx_data,rx_valid,tx_data,tx_valid
);
parameter IDLE = 3'b000;
parameter CHK_CMD = 3'b001;
parameter WRITE = 3'b010;
parameter READ_DATA = 3'b011;
parameter READ_ADD = 3'b100;
input MOSI,clk,SS_n,rst_n,tx_valid;
input [7:0] tx_data;
output [9:0] rx_data;
output rx_valid;
output MISO;
wire SIPO_start;
wire [3:0] counter;
reg rd_add_done_flag;  
SIPO SIPO_inst (MOSI,rx_data,clk,rst_n,SS_n);
PISO PISO_inst (MISO,tx_data,tx_valid,SS_n,clk,rst_n);
SPI_counter COUNTER_inst (clk,rst_n,SS_n,counter,SIPO_start,rx_valid);
(* fsm_encoding = "sequential" *) 
reg [2:0] ns, cs;
always @(posedge clk) begin
    if(~rst_n)
        cs <= IDLE;
    else 
        cs <= ns;
end
always @(*) begin
    case (cs)
        IDLE: 
            begin
                if(~SS_n)
                    ns = CHK_CMD;
                else
                    ns = IDLE;
            end
        CHK_CMD: 
            begin
                if (SS_n)
                    ns =IDLE;
                else if (~MOSI) 
                    ns = WRITE;
                else if (rd_add_done_flag)
                    ns = READ_DATA;
                else ns = READ_ADD;
            end
        WRITE: 
            begin
                if (SS_n)
                    ns  = IDLE;
                else if (~rx_valid)
                    ns = WRITE; 
            end
        READ_DATA: 
            begin
                if (SS_n)
                    ns = IDLE;
                else  if (~rx_valid)
                    ns = READ_DATA;    
            end
        READ_ADD: 
            begin
                if (SS_n)
                    ns = IDLE;
                else if (~rx_valid)
                    ns = READ_ADD;
            end
        default: ns = IDLE; 
    endcase
    end
    assign SIPO_start = ( cs == IDLE || cs == CHK_CMD || SS_n == 1 )? 0 : 1 ;
    always @(posedge clk) begin
         if(~rst_n)
            rd_add_done_flag <= 0;
         else if (cs == READ_ADD && rx_valid == 1)
            rd_add_done_flag <= 1;
         else if(cs == READ_DATA)
            rd_add_done_flag <= 0;
    end
endmodule
module SPI_WRAPPER (
    MOSI,MISO,SS_n,clk,rst_n
);
    input MOSI,clk,rst_n,SS_n;
    output MISO;
    wire [9:0] rx_data;
    wire rx_valid,tx_valid;
    wire [7:0] tx_data;
    SPI_SLAVE SLAVE_inst (MOSI,MISO,SS_n,clk,rst_n,rx_data,rx_valid,tx_data,tx_valid); 
    Single_port_Sync_RAM RAM_inst (rx_data,rx_valid,clk,rst_n,tx_data,tx_valid);
endmodule
module Single_port_Sync_RAM (
    din,rx_valid,clk,rst_n,dout,tx_valid
);
parameter MEM_DEPTH = 256;
parameter ADDR_SIZE = 8;
input [9:0] din;
input rx_valid,clk,rst_n;
output  reg [7:0] dout;
output reg tx_valid;
reg [ADDR_SIZE-1:0] RAM [MEM_DEPTH-1:0];
reg  [ADDR_SIZE-1:0] rd_wr_address;
always @(posedge clk) begin
    if(~rst_n)
        begin
        { dout , rd_wr_address , tx_valid } <= 0 ;
        end
    else 
        begin
        if(rx_valid)
            case (din[9:8])
                2'b00: 
                begin
                rd_wr_address <= din[7:0];
                tx_valid <= 0;
                end 
                2'b01: 
                begin
                RAM[rd_wr_address] <= din[7:0];
                tx_valid <= 0;
                end 
                2'b10: 
                begin
                rd_wr_address <= din[7:0];
                tx_valid <= 0;
                end 
                2'b11: 
                begin
                dout <= RAM[rd_wr_address];
                tx_valid <= 1;
            end 
            endcase
        end
end
endmodule
File: ./run.sh
#!/bin/bash
# OpenROAD 26Q1-2900-gdf79404cd8, Yosys 0.63+post, stock flow scripts
make -C /OpenROAD-flow-scripts/flow DESIGN_CONFIG=/design/flow/config.mk WORK_HOME=/design/flow/orfs finish
File: ./config.mk
export PLATFORM = sky130hd
export DESIGN_NAME = SPI_WRAPPER
export DESIGN_NICKNAME = SPI_WRAPPER
export VERILOG_FILES = /design/flow/design.v
export SDC_FILE = /design/flow/constraint.sdc
export NUM_CORES = 4
export LEC_CHECK = 1
export CORE_UTILIZATION = 50
File: ./constraint.sdc
current_design SPI_WRAPPER

set clk_period 42.3
set clk_io_pct 0.2

create_clock -name clk0 -period $clk_period [get_ports {clk}]

set non_clock_inputs [all_inputs -no_clocks]
set_input_delay [expr $clk_period * $clk_io_pct] -clock clk0 $non_clock_inputs
set_output_delay [expr $clk_period * $clk_io_pct] -clock clk0 [all_outputs]
==> writeup.txt <==
The flow ran to the end, and the final reports show no timing, DRC or antenna violations. The floorplan utilization was 50.5%; the cell area after placement was 83900 µm². The smallest clock period supported by the final layout is computed as 12160 ps. For the pin with the worst max-slew slack, the measured transition is 1010 ps. For the number of antenna violations at the first check in global routing, the log shows 1.

Kind of end point of the critical path: an output pin. TritonCTS built the clock tree. The start point of the worst hold path is RAM_inst.tx_valid$_SDFFE_PN0N_.

The skew report gives the latency at the later pin of the worst-skew pair as 840 ps. After the flow finishes, the layout carries non-filler instances totaling 6348. In this run the worst path has a maximum fanout of 7.

The timer found 3 register pins that no clock reaches; their paths are not timed. In this run, the combinational gates consume 0.2% of the power. Per the post-place timing report, worst setup slack is 30310 ps. The DRC violations left came out at 0. Setup repair after global routing left no endpoint under its margin.

The tools report the overall chip area as 164000 µm². Data required time of the worst path: 33840 ps. The run gives 7 as the number of warnings printed during yosys synthesis. Synthesis instantiated 71 different standard cells from the library. The floorplan die height is 405 µm.

The areal power density over the cells came out at 45.0 nW/µm². After filler insertion, the fill cell instance count of the layout stands at 11600. The final count of pins violating max slew is 0. The tools report the final tally of hold violations as 0.

Sequential cells burn 54.8% of the power. The first global-routing pass estimated 320 mm of wire. The highest metal layer carrying signal wires in the routed design is met5. Root buffer cell: clkbuf_16. Summing over every cut layer, the via total after detailed routing is 40200. Port buffering added 4 buffers. In this run the VDD rail shows a maximum IR drop of 0.0439 mV.

The placement summary gives the final routability congestion estimate as 0.955. Cell type contributing the most total cell area after synthesis: edfxtp_1. The data arrival time reported for the critical path is 3700 ps.

The number of nets with antenna violations after detailed routing is 0, and the number of failing setup endpoints in the final timing report is 0. The area share of the largest cell type after synthesis was 75.7%; the ratio of cells with drive above 1 in the final layout was 23.6%. With the worst setup slack for register-to-register paths at 37140 ps, the worst clock skew on the final layout is 40.2 ps. Summed over all failing endpoints, the final setup total negative slack is 0 ps. Leaving out buffers and inverters, the combinational logic in the layout accounts for 17600 µm². The sequential cells in the finished layout cover a total of 62400 µm². After the first detailed-routing iteration, the DRC count stood at 2927. The leading cell type by number of instances after synthesis was edfxtp_1. The commonest cells after synthesis are edfxtp_1, mux4_2, nor2_1.

STA lists the endpoint of the worst register-to-register path as RAM_inst.dout[3]$_SDFFE_PN0P_. The horizontal die size was 405 µm. 3 endpoints have no timing constraint. The routed metal-1 wirelength is 72.7 mm, and the cell depth of the worst flop-to-flop path is 9. The run gives 0.0238 µW as the static power due to leakage.

The remaining max-slew budget at the tightest pin came out at 32.0%. Per the timing report, the most critical flop-to-flop path originates at RAM_inst.rd_wr_address[0]$_SDFFE_PN0P_. Buffers added to address setup during post-CTS repair amount to 0. With the post-layout instance area at 90800 µm², the clock input transition at the sequential cells of the worst setup and hold paths is 60 ps.

The met3 routed wirelength is 43.3 mm, and the top-level I/O count is 5. The report counts max-capacitance violations totalling 0. The number of gates resized after CTS was 0. The average wire per cell in the routed design works out to 35.1 µm. In the synthesized netlist the dominant register cell turns out to be edfxtp_1.

The total number of placement rows is 147. The main area contributors are edfxtp_1, mux4_2, mux2i_1. The synthesized netlist cell count was 3888; the ratio of routed vias to standard cells was 6.33.

The tools report the total number of H-tree levels as 4. The global route total overflow was 0. According to the report, the first pass of detailed routing completed in 6 iterations.

The switching component of the power was reported as 777 µW. The post-synth count of flops with an enable pin is 2048. The run gives 28 for the total tool warning count.

The net switching fraction of the power is 19.0%, and the total cells reported by yosys after synthesis is 3888. The stat command in Yosys gives a chip area of 81300 µm². The worst setup path category is reg2out. In this run the deepest clock path goes through 3 buffers.

Per the placement report, the placed cell count is 5961. Detailed placement finished with a half-perimeter wire length of 138 mm. The number of buffers created by CTS was 205. The endpoint of the worst hold path is reported as RAM_inst.tx_valid$_SDFFE_PN0N_. Wires add up to 223 mm.

The synthesized design contains 2090 register bits. The async set-or-reset flop fraction in the synthesized netlist is 0%. The logs give 44700 for the number of global-route vias before repair and 99 for the pin count of the biggest net entering global routing. Derived from the worst setup path, the maximum achievable clock frequency is 82.3 MHz. Detailed routing placed a total of 99.0 mm of wire on met2.

The flow reports that the clock network draws 45.0% of the design power. In this run the mean area of a mapped cell was 20.9 µm². Checking hold timing, the worst path is listed with class reg2reg. Critical path launch point type: a flop.

The report gives the cell count of the worst hold path as 2. The total area inside the core boundary comes to 161000 µm². The slack of the critical path came out at 30140 ps. Global routing consumed, over all layers together, 31.6% of the routing resources. Cell internal power was estimated by the tool at 3310 µW.

The run gives 81300 µm² for the post-synth design cell area. The final critical path takes up 28.7% of the cycle. The synthesis-to-layout area growth works out to 11.7%. After clock tree synthesis, the flow added hold-fix buffers numbering 0.
-- worst max-delay path: stages, from the launching register on --
cell             delay [ps]
dfxtp_1                 500
inv_1                   120
ha_1                    350
mux4_2                  260
mux2i_1                  80
a211oi_1                220
a21oi_1                  80
o21ai_0                 650
clkdlybuf4s50_1         610
-- final cells by class --
cell class	instances	share of cell area [%]
Tap cell	2160	2.98
Clock buffer	242	5.90
Clock inverter	138	1.60
Antenna cell	7	0.0193
Sequential cell	2090	68.7
Inverter	14	0.0662
Timing Repair Buffer	145	1.33
Multi-Input combinational cell	1552	19.4
-- sequential cells by signal, indices dropped and copies added (netlist names) --
register / cells
SLAVE_inst.rd_add_done_flag: 1
RAM_inst.tx_valid: 1
SLAVE_inst.COUNTER_inst.count: 4
RAM_inst.dout: 8
RAM_inst.rd_wr_address: 8
SLAVE_inst.cs: 3
SLAVE_inst.PISO_inst.PISO_COUNTER.count: 4
SLAVE_inst.ns: 3
SLAVE_inst.SIPO_inst.rx_data: 10
RAM_inst.RAM: 2048
-- placed cells by master (no fill, tap or decap), types with 8 or more instances in the layout --
cell type and count:
a22oi_1 33, a21boi_0 9, edfxtp_1 2048, clkinvlp_4 11, bufinv_16 27, clkbuf_1 33
o21ai_0 38, buf_4 132, a32oi_1 31, nand2_2 16, dfxtp_4 11, clkinv_2 34
nor3_1 12, nor2b_1 8, mux2i_1 152, dfxtp_1 24, a31oi_1 12, nand3_1 42
clkinv_1 54, nor4_1 9, o22ai_1 50, nor2_1 295, clkbuf_16 209, nand2_1 156
and3_1 14, and2_1 16, buf_12 9, a21oi_1 27, inv_1 11, o211ai_1 10
a211oi_1 13, mux4_2 501
-- stage by stage --
| stage | util (%) | hold slack, ps | power (µW) |
|---|---|---|---|
| 4_1_cts | 56.4 | 480 | 4110 |
| 3_3_place_gp | 52.2 | 445 | 2290 |
| 2_1_floorplan | - | 430 | 2290 |
| 3_5_place_dp | 52.2 | 450 | 2290 |
| 6_report | 56.4 | 481 | 4090 |
| 5_1_grt | 56.4 | 510 | 4190 |
-- power groups by stage --
stage	registers, µW	logic, µW	clock network, µW
finish	2240	7.32	1840
global route	2240	7.97	1940
CTS	2240	7.56	1860
-- how the worst max path moves through the flow --
| stage | start | to | slack (ps) | depth (start not counted) |
|---|---|---|---|---|
| CTS | SLAVE_inst.PISO_inst.PISO_COUNTER.count[0]$_SDFF_PP0_ | MISO | 30090 | 8 |
| global route | SLAVE_inst.PISO_inst.PISO_COUNTER.count[0]$_SDFF_PP0_ | MISO | 29820 | 8 |
| finish | SLAVE_inst.PISO_inst.PISO_COUNTER.count[0]$_SDFF_PP0_ | MISO | 30140 | 8 |
-- cells by family (layout without fill, tap and decap cells) --
| kind of cell | Yosys count | after routing | synth area share, % |
|---|---|---|---|
| compound gates | 274 | 274 | 2.37 |
| xor+xnor | 4 | 4 | 0.0431 |
| fa+ha+maj | 4 | 4 | 0.0616 |
| buf+inv | 246 | 539 | 1.73 |
| flops | 2087 | 2087 | 76.7 |
| latches | 3 | 3 | 0.0554 |
| mux | 660 | 660 | 15.9 |
| other cells | 0 | 7 | 0 |
| simple gates | 610 | 610 | 3.24 |
-- metal layers --
metal  GRT usage, %  vias up
met3           26.5      366
met2           41.6     3039
li1               -    16400
met5           1.40        -
met4           7.68        8
met1           43.2    20400
Power and IR drop assume default switching activity.
